File: design.v
module Actel_C2(d00, d01, d10, d11, a1, b1, a0, b0, out);
    input wire[0:0] d00, d01, d10, d11, a1, b1, a0, b0;
    output reg[0:0] out;
    wire[0:0] s0 = a0 & b0;
    wire[0:0] s1 = a1 | b1;
    wire[1:0] sel = {s1, s0};
    always @(*) begin
        case(sel)
            2'b00 : out = d00;
            2'b01 : out = d01;
            2'b10 : out = d10;
            2'b11 : out = d11;
        endcase
    end
endmodule
module Array_Multiplier(a, b, out);
    parameter N = 32;
    input wire signed [N-1:0] a, b;
    output wire[(2*N)-1:0] out;
    wire[N-1:0] p [0:N-1];
    wire[N-2:0] s [0:N-1];
    wire[N-2:0] c [0:N-1];
    genvar i, j;
    generate  
        for(i=0; i<N; i=i+1) begin
            for(j=0; j<N; j=j+1) begin
                C_AND c_and(.a(a[i]), .b(b[j]), .out(p[i][j]));
            end
        end
    endgenerate
    generate  
        for(i=0; i<N-1; i=i+1) begin
            FA fa(.a(p[i+1][0]), .b(p[i][1]), .cin(1'b0), .s(s[0][i]), .cout(c[0][i]));
        end
    endgenerate
    generate  
        for(i=1; i<N-1; i=i+1)begin
            FA fa(.a(p[N-2][i+1]), .b(p[N-1][i]), .cin(c[i-1][N-2]), .s(s[i][N-2]), .cout(c[i][N-2]));
        end
    endgenerate
    generate  
        for (i=1; i<N-1; i=i+1) begin
            for(j=0; j<N-2; j=j+1) begin
                FA fa(.a(p[j][i+1]), .b(s[i-1][j+1]), .cin(c[i-1][j]), .s(s[i][j]), .cout(c[i][j]));
            end             
        end
    endgenerate
    FA fa(.a(c[N-2][0]), .b(s[N-2][1]), .cin(1'b0), .s(s[N-1][0]), .cout(c[N-1][0]));  
    generate  
        for(i=1; i<N-2; i=i+1) begin
            FA fa(.a(c[N-2][i]), .b(s[N-2][i+1]), .cin(c[N-1][i-1]), .s(s[N-1][i]), .cout(c[N-1][i]));
        end
    endgenerate
    FA fa1(.a(p[N-1][N-1]), .b(c[N-2][N-2]), .cin(c[N-1][N-3]), .s(s[N-1][N-2]), .cout(c[N-1][N-2]));  
    assign out[0] = p[0][0];  
    generate  
        for(i=1; i<N; i=i+1) begin
            assign out[i] = s[i-1][0]; 
        end
    endgenerate
    generate  
        for(i=N; i<2*N-1; i=i+1) begin
            assign out[i] = s[N-1][i-N];
        end
    endgenerate
    assign out[2*N-1] = c[N-1][N-2];  
endmodule
module FA(a, b, cin, s, cout);
    input wire[0:0] a, b, cin;
    output wire[0:0] s, cout;
    wire[0:0] a_xor_b;
    C_XOR xor1(.a(a), .b(b), .out(a_xor_b));
    C_XOR xor2(.a(a_xor_b), .b(cin), .out(s));
    wire[0:0] a_xor_b_and_cin, a_and_b;
    C_AND and1(.a(a_xor_b), .b(cin), .out(a_xor_b_and_cin));
    C_AND and2(.a(a), .b(b), .out(a_and_b));
    C_OR or1(.a(a_and_b), .b(a_xor_b_and_cin), .out(cout));
endmodule
module C_AND(a, b, out);
    input wire[0:0] a, b;
    output wire[0:0] out;
    Actel_C2 c2(
        .out(out),
        .d00(1'b0), .d01(1'b1), 
        .d10(1'bz), .d11(1'bz), 
        .a1(1'b0),  .b1(1'b0), 
        .a0(a),     .b0(b) 
    );
endmodule
module C_MUX(a00, a01, a10, a11, sel, out);
    input wire[0:0] a00, a01, a10, a11;
    input wire[1:0] sel;
    output wire[0:0] out;
    Actel_C2 c2(
        .out(out),
        .d00(a00),   .d01(a01), 
        .d10(a10),   .d11(a11), 
        .a1(sel[1]), .b1(1'b0), 
        .a0(sel[0]), .b0(1'b1)
    );
endmodule
module C_OR(a, b, out);
    input wire[0:0] a, b;
    output wire[0:0] out;
    Actel_C2 c2(
        .out(out),
        .d00(1'b0), .d01(1'bz), 
        .d10(1'b1), .d11(1'bz), 
        .a1(a),     .b1(b), 
        .a0(1'b0),  .b0(1'b0)
    );
endmodule
module C_XOR(a, b, out);
    input wire[0:0] a, b;
    output wire[0:0] out;
    C_MUX mux(.a00(1'b0), .a01(1'b1), .a10(1'b1), .a11(1'b0), .sel({a, b}), .out(out));
endmodule
File: run.sh
#!/bin/bash
# OpenROAD 26Q1-2900-gdf79404cd8, Yosys 0.63+post, stock flow scripts
make -C /OpenROAD-flow-scripts/flow DESIGN_CONFIG=/design/flow/config.mk WORK_HOME=/design/flow/orfs finish
File: config.mk
export PLATFORM = sky130hd
export DESIGN_NAME = Array_Multiplier
export DESIGN_NICKNAME = Array_Multiplier
export VERILOG_FILES = /design/flow/design.v
export SDC_FILE = /design/flow/constraint.sdc
export NUM_CORES = 4
export LEC_CHECK = 1
export CORE_UTILIZATION = 50
File: constraint.sdc
current_design Array_Multiplier

set clk_period 64.5
set clk_io_pct 0.2

create_clock -name clk0 -period $clk_period

set non_clock_inputs [all_inputs -no_clocks]
set_input_delay [expr $clk_period * $clk_io_pct] -clock clk0 $non_clock_inputs
set_output_delay [expr $clk_period * $clk_io_pct] -clock clk0 [all_outputs]
==> metrics.csv <==
metric,value,unit
outcome,"finished, final reports clean",
cts_setup_buffers,0,
synthSimpleGateAreaFrac,0.1794,
synthMuxAreaShare,0,
setup_ws,10360,ps
maxSlewViolCount,0,
floorplan.core_util,0.5053,
endpoint_kind,primary output,
seq_cell_count,0,
grt_pass1_wl,81160,µm
finalClockPeriodUsage,0.8393,
lay_top_count,fa_1,
ff_latch_area,0,µm²
dr.pass1.iters,4,
ctsResizeCount,0,
cp.depth,73,
yosysWarnings,6,
final_cell_mix,"fa_1, nand2_1, and2_1",
core_area,53810,µm²
pre_cts_slack,10090,ps
rsz0062_at_grt,false,
holdBufCountCts,0,
worstPathRequired,51600,ps
synth.logic.top_family,adder cells,
netlist_instances,2594,
crit_path_start_kind,primary input,
synth_stat.cells,2594,
slew_headroom,0.4555,
setup_tns,0,ps
netlist_area,27190,µm²
area_growth,4.160,%
wl_per_cell,12.11,µm
drt_iter0_drc,188,
die_w,235.2,µm
cap_violations,0,
vias,16230,
ys_sh_aoi,0,
warnings,32,
grt-ovfl-total,0,
worst-slew-pin-transition,814.2,ps
ys_sh_xor,0,
via_per_inst,5.034,
antenna_found_initial,0,
grt_pass1_vias,19840,
critical-path-max-stage-delay,840,ps
diodes,0,
ys_sh_adder,0.7215,
grt_usage,0.1820,
critPathMostFrequentCell,fa_1,
finalWorstPathRequiredPeriod,54140,ps
final_antenna_net_count,0,
ys_seq_frac,0,
timing_worst_setup_path_type,in2out,
synth_area_per_cell,10.48,µm²
drc,0,
portBuffers,128,
fp.dieH,235.2,µm
hp-class,in2out,
max_freq,18.47,MHz
timing.critical_path.buf_inv,10,
yosys.stat.chipArea,27190,µm²
finalHoldViolations,0,
place_hpwl,36880,µm
synth_cell_types,8,
clock_buffers,0,
worst-path-max-fanout,32,
cp_top_family,adder cells,
drive_above_1_share,0.02453,
worstPathArrival,41240,ps
final_util,0.5263,
gp_routability_congestion,0.8027,
wl,39040,µm
ios,128,
chip_area,55320,µm²
min_path_cells,4,
slowest_stage,clkdlybuf4s50_1,
rows,85,
grt_start_max_net_pins,33,
finalSetupViolCount,0,
logic make-up after synthesis:
| family | count (synthesis) |
|---|---|
| AND/OR/NAND/NOR | 1024 |
| buffers and inverters | 578 |
| adder cells (fa/ha/maj) | 992 |
stage by stage:
stage | area [µm²] | std cells | hold slack [ps]
3_3_place_gp | 28320 | 3224 | 27010
5_1_grt | 28320 | 3224 | 27070
2_1_floorplan | 27190 | 2594 | 26120
4_1_cts | 28320 | 3224 | 27020
6_report | 28320 | 3224 | 27000
3_5_place_dp | 28320 | 3224 | 27010
synth_stat cells:
| cell | n | area [µm²] |
|---|---|---|
| nand2_1 | 611 | 2293 |
| fa_1 | 960 | 19220 |
| clkbuf_2 | 15 | 75.07 |
| buf_2 | 159 | 795.8 |
| and2_1 | 413 | 2584 |
| ha_1 | 32 | 400.4 |
| inv_1 | 322 | 1209 |
| buf_4 | 82 | 615.6 |
final timing paths:
path,slack (ps),start,endpoint
max,10360,a[31],out[62]
min,27000,a[0],out[0]
final cells by class:
class	count	area, µm²
fill	4891	25490
inverter	322	1209
multi-input combinational	2016	24500
tap	696	870.8
timing repair buffer	190	1747
layer usage:
metal  global-route usage  share of wire  vias up
met4             0.003788         0.0020        0
met5                    0              0        -
met2               0.3370           0.57      178
li1                     -              -     7112
met3              0.02538          0.026        4
met1               0.2599           0.41     8936
