==> config.mk <==
export PLATFORM = sky130hd
export DESIGN_NAME = Comparator
export DESIGN_NICKNAME = Comparator
export VERILOG_FILES = /design/flow/design.v
export SDC_FILE = /design/flow/constraint.sdc
export NUM_CORES = 4
export LEC_CHECK = 1
export CORE_AREA = 10 10 70 70
export DIE_AREA = 0 0 80 80
export SYNTH_HDL_FRONTEND = slang
==> design.v <==
module Actel_C2(d00, d01, d10, d11, a1, b1, a0, b0, out);
    input wire[0:0] d00, d01, d10, d11, a1, b1, a0, b0;
    output reg[0:0] out;
    wire[0:0] s0 = a0 & b0;
    wire[0:0] s1 = a1 | b1;
    wire[1:0] sel = {s1, s0};
    always @(*) begin
        case(sel)
            2'b00 : out = d00;
            2'b01 : out = d01;
            2'b10 : out = d10;
            2'b11 : out = d11;
        endcase
    end
endmodule
module Comparator(a, b, out);
    parameter N = 32;
    input wire[N-1:0] a, b;
    output wire[0:0] out;
    wire[N-1:0] midd_res;
    genvar i;
    generate
        for (i=0; i<N; i=i+1) begin
            C_XOR c_xor(.a(a[i]), .b(b[i]), .out(midd_res[i]));
        end
    endgenerate
    wire[0:0] final_res;
    E_OR #(N) e_or(.in(midd_res), .out(final_res));
    C_INV inv(.in(final_res), .out(out));
endmodule
module C_INV(in, out);
    input wire[0:0] in;
    output wire[0:0] out;
    Actel_C2 c2(
        .out(out),
        .d00(1'b1), .d01(1'bz), 
        .d10(1'b0), .d11(1'bz), 
        .a1(in),    .b1(1'b0), 
        .a0(1'b0),  .b0(1'b0)
    );
endmodule
module C_MUX(a00, a01, a10, a11, sel, out);
    input wire[0:0] a00, a01, a10, a11;
    input wire[1:0] sel;
    output wire[0:0] out;
    Actel_C2 c2(
        .out(out),
        .d00(a00),   .d01(a01), 
        .d10(a10),   .d11(a11), 
        .a1(sel[1]), .b1(1'b0), 
        .a0(sel[0]), .b0(1'b1)
    );
endmodule
module C_OR(a, b, out);
    input wire[0:0] a, b;
    output wire[0:0] out;
    Actel_C2 c2(
        .out(out),
        .d00(1'b0), .d01(1'bz), 
        .d10(1'b1), .d11(1'bz), 
        .a1(a),     .b1(b), 
        .a0(1'b0),  .b0(1'b0)
    );
endmodule
module C_XOR(a, b, out);
    input wire[0:0] a, b;
    output wire[0:0] out;
    C_MUX mux(.a00(1'b0), .a01(1'b1), .a10(1'b1), .a11(1'b0), .sel({a, b}), .out(out));
endmodule
module E_OR(in, out);
    parameter N = 32;
    input wire[N-1:0] in;
    output wire[0:0] out;
    wire[N-2:0] midd_res;
    C_OR or1(.a(in[0]), .b(in[1]), .out(midd_res[0]));
    genvar i;
    generate
        for (i=0; i<N-1; i=i+1) begin
            C_OR c_or(.a(in[i+2]), .b(midd_res[i]), .out(midd_res[i+1]));
        end
    endgenerate
    assign out = midd_res[N-2];
endmodule
==> constraint.sdc <==
current_design Comparator

set clk_period 2.4
set clk_io_pct 0.2

create_clock -name clk0 -period $clk_period

set non_clock_inputs [all_inputs -no_clocks]
set_input_delay [expr $clk_period * $clk_io_pct] -clock clk0 $non_clock_inputs
set_output_delay [expr $clk_period * $clk_io_pct] -clock clk0 [all_outputs]
==> run.sh <==
#!/bin/bash
# OpenROAD 26Q1-2900-gdf79404cd8, Yosys 0.63+post, stock flow scripts
make -C /OpenROAD-flow-scripts/flow DESIGN_CONFIG=/design/flow/config.mk WORK_HOME=/design/flow/orfs finish
==> notes.org <==
* Implementation run

** Run status
- The run finished with clean final reports.

** Drt
- Ant. Diodes :: 0
- Residual DRC :: 0
- TritonRoute output was used to compute an average wire per cell of 12.6 um.
- Number of nets with antenna violations after routing :: 0
- Per the log, the first TritonRoute iteration ended with a DRC count of 2.
- Vias post-DR :: 542
- According to the report, the first pass of detailed routing completed in 3 iterations.
- Final wirelength :: 1930 um
- Ratio of routed vias to standard cells :: 3.52

** Final timing
- Final count of hold timing violations :: 0
- Post-route worst setup slack :: 144 ps
- Tightest Pin Transition :: 292 ps
- In the finished design, the share of the clock period the worst path needs comes to 0.940.
- Per the final report, max-transition violations number 0.
- The smallest clock period supported by the final layout is computed as 2260 ps.
- Final setup violation count :: 0
- Worst-case headroom to the max-slew limit :: 0.803
- The flow reports an fmax of 0.443 GHz.
- RSZ-0062 raised after global routing :: false

** Hold path
- According to the hold report, the worst path is of the in2out type.
- STA lists the startpoint of the worst hold path as b[21].
- Along the worst hold path, the cell count comes to 6.

** Synth
- Synth Area per Inst :: 8.06 um^2
- Total standard cell area after synthesis :: 347 um^2
- Seq share, synth :: 0
- In the Yosys report the total cell count is 43.
- Syn Inst Count :: 43
- Yosys warns :: 0
- The synthesized netlist contains 4 unique library cells.
- According to the Yosys statistics, the synthesized design has a chip area of 347 um^2.

** Floorplan
- Number of rows created at floorplan :: 21
- Die height :: 80 um
- I/O pin cnt :: 65
- The share of the core area taken by cells at floorplan is 0.101.
- From left edge to right edge, the die measures 80 um.
- Area enclosed by the die boundary :: 0.00640 mm^2
- Placeable Area :: 0.00342 mm^2

** Placed design
- Count of buffers inserted at the top-level ports :: 65
- Once placement completed, the tool counted placed cells totaling 154.
- In this run the cell area measured after placement is 0.00105 mm^2.
- Final HPWL DP :: 1810 um
- Place WS :: -359 ps
- Weighted congestion reported at the end of routability-driven placement :: 0.850

** Power and ir drop
- Max VDD drop :: 0.0508 mV
- Summed over all cells, the static leakage comes to 0.000399 uW.
- The report lists the power per cell area as 153 mW/mm^2.
- The final power report lists total power as 166 uW.

** Final layout
- Synth-to-layout area growth :: 214%
- The layout report lists the combined flip-flop and latch area as 0 um^2.
- Area of all placed cells without fillers :: 0.00109 mm^2
- Layout cells sized above 1 :: 0.0648
- Most common cell after layout, fill and taps aside :: clkdlybuf4s50_1
- Clock buffers in the final layout number 0.
- Most instantiated logic cells after routing :: clkdlybuf4s50_1, xor2_1, nor4_2, nand4_1, nor4_1
- Once layout is complete, the utilization of the core stands at 0.318.
- Layout sequential cell count :: 0
- The final report lists a non-filler cell total of 154.

** Clocking
- Total setup buffers inserted after CTS :: 0
- Buffers inserted to repair hold after CTS numbered 0.

** Critical path
- Critical path's slowest cell :: clkdlybuf4s50_1
- Crit path kind :: in2out
- STA puts the critical path data arrival time at 1780 ps.
- Category of the worst setup path launch point :: primary input
- Maximum fanout along the worst path :: 1
- Largest stage delay on the critical path :: 410 ps
- The critical path goes through clkdlybuf4s50_1 > xor2_1 > nor4_2 > nand4_1 > nor2_1 > clkbuf_2.
- Kind of capture point of the worst setup path :: output pin
- Worst Setup SP :: a[24]
- Critical Path RT :: 1920 ps

** Run
- The stage logs contain a warning count of 32.
- Max capacitance violation total :: 0

** GRT
- Grt ovf :: 0
- Wire length of the first global-routing pass :: 3130 um
- The number of global-route vias before repair is 666.
- Antenna violations before repair :: 0
- Largest net degree at the start of global routing :: 2
- Summed over all routing layers, the global router reports a total usage of 0.0589.
[timing repair]
| item | in CTS | in global routing |
|---|---|---|
| setup endpoints to repair | 1 | 1 |
| gates resized | 3 | 6 |
| pin swaps | 3 | 5 |
[cells in the mapped netlist]
cell / instances / area, um^2
nand4_1: 2 / 12.5
nor2_1: 1 / 3.75
nor4_1: 8 / 50.1
xor2_1: 32 / 280
[worst max-delay path: cells and delay by family]
family	cells	cell delay, ps
buffers and inverters	2	520
AND/OR/NAND/NOR	3	610
XOR/XNOR	1	170
[worst paths after layout]
kind	end	slack, ps
max	out	140
min	out	1780
[metal layers]
metal	track usage	vias to the layer above	share of wire
met1	0.0824	201	0.49
met4	0	0	0
met2	0.0803	62	0.32
li1	-	279	-
met3	0.0341	0	0.19
met5	0	-	0
[cell type report]
cell class                      count  area, um^2
Fill cell                         347        2330
Multi-Input combinational cell     43         384
Tap cell                           46        57.6
Timing Repair Buffer               65         646
[through the flow]
step	TNS, ps	hold slack (ps)
after global routing	0	1870
after CTS	0	1950
after global placement	-352	2110
after floorplan	0	1190
after detailed placement	-359	2120
final	0	1780
[where the power goes]
part / switching, uW / internal, uW / leakage, uW / total, uW
Sequential: 0 / 0 / 0 / 0
Combinational: 48.3 / 118 / 0.000399 / 166
Clock: 0 / 0 / 0 / 0
Total: 48.3 / 118 / 0.000399 / 166
[cells by family (layout without fill, tap and decap cells)]
group,count (synthesis),after routing,share of synthesized area
XOR/XNOR,32,32,0.809
buffers and inverters,0,65,0
AND/OR/NAND/NOR,11,11,0.191
Power is estimated from default activity; no workload was simulated.
