[config.mk]
export PLATFORM = sky130hd
export DESIGN_NAME = ResMemory
export DESIGN_NICKNAME = ResMemory
export VERILOG_FILES = /design/flow/design.v
export SDC_FILE = /design/flow/constraint.sdc
export NUM_CORES = 4
export LEC_CHECK = 1
export CORE_UTILIZATION = 40
[constraint.sdc]
current_design ResMemory

set clk_period 79.8
set clk_io_pct 0.2

create_clock -name clk0 -period $clk_period [get_ports {clk}]

set non_clock_inputs [all_inputs -no_clocks]
set_input_delay [expr $clk_period * $clk_io_pct] -clock clk0 $non_clock_inputs
set_output_delay [expr $clk_period * $clk_io_pct] -clock clk0 [all_outputs]
[design.v]
module ResMemory(clk, rEn, wEn, dataIn, addrIn, dataOut);
    input wire[0:0] clk, rEn, wEn;
    input wire[31:0] addrIn;
    input wire[31:0] dataIn;
    output wire[31:0] dataOut;
    reg[31:0] mem [0:127];
    integer i;
    initial begin
        for(i=0; i<128; i=i+1) begin
            mem[i] = 32'b0;
        end
    end
    always @(posedge clk) begin
        if(wEn) begin
            mem[addrIn] <= dataIn;
        end
    end
    assign dataOut = (rEn) ? { mem[addrIn][7:0], mem[addrIn][15:8], mem[addrIn][23:16], mem[addrIn][31:24]} : 32'bz;
endmodule
[run.sh]
#!/bin/bash
# OpenROAD 26Q1-2900-gdf79404cd8, Yosys 0.63+post, stock flow scripts
make -C /OpenROAD-flow-scripts/flow DESIGN_CONFIG=/design/flow/config.mk WORK_HOME=/design/flow/orfs finish
==> summary.txt <==
impl run done, here's what came out: Tightest Hold Check Type in2reg, post-placement cell area 166000 sq um, category of the worst setup path launch point input port, H-tree depth 5, most common cell after layout, fill and taps aside edfxtp_1, pins over their slew limit 0, leading registers by flop count mem: 4096 flops, flops out of synthesis 4096, number of ports placed on the die boundary 99, max-capacitance violation count 0, die x size 628 um, vias after detailed routing 93090, clock tree from TritonCTS done, global router's overall resource usage 30.2%, number of buffers inserted by hold repair at cts 0, crit end category output pin, flip-flops with a built-in enable 4096, total number of warnings across the stage logs 1886, post_cts resized 0, summed area of non-filler cells in the final layout 180000 sq um, DIE AREA 394000 sq um, detailed route wirelength on metal3 124000 um, post-synthesis area per instance 17.6 sq um, Post-Syn Instances 8922, yosys stat cell total 8922, first-pass iteration count of the detailed router 30, die height 628 um, Post-route DRC 0, Post-synth ARST share 0%, met2 routed wirelength 228000 um, leakage power 55.0 nW, Area Overhead vs Synth 14.6%, power per unit of standard cell area 23.9 nW/um^2, highest-count cells in the layout ignoring fill and taps 4096 x edfxtp_1, 847 x a221oi_1, 544 x buf_4, post-CTS setup buffers 0, Site Rows 229, Mapped Area 157000 sq um, fraction of the yosys area taken by sequential cells 78.5%, weighted congestion reported at the end of routability-driven placement 0.972, arrival time at the worst endpoint 22.62 ns, cell at the root of the clock tree clkbuf_16, pin count of the biggest net entering global routing 85, detailed router's first-iteration violation count 7237, register bank with the most flops mem, placed wire-length estimate 325000 um, highest ir drop seen on vdd 0.0149 mV, max FFs per register 4096, final period demand of the worst path 38.58 ns, max_slew headroom 9.46%, Final TNS setup 0 ns, fraction of the cycle the final worst path needs 48.3%, synthesis area per yosys 157000 sq um, final hold violations 0, Init Core Util 40.2%, Yosys cell types 75, Final Setup Violations 0, clk buf depth 4, share of post-route cells with drive strength above 1 17.7%, top routing layer in use met5, average vias per placed instance 6.27, class of the most critical setup path in2out, total grt overflow 0, maximum net fanout on the critical path 41, global-route wire length before repair 749000 um, leading register cell type out of synthesis edfxtp_1, wire length per cell after detailed routing 36.6 um, ANT nets after route 0, required time at the endpoint of the critical path 63.84 ns, clock-pin slew on the worst setup and hold paths 0.05 ns, clock sink count 4096, DRT Wirelength 544000 um, core area 389000 sq um, synthesis warning total 2, length of routed wiring on met1 153000 um, status finished, final reports clean, unrepaired setup endpoints after global routing no, buffers added on ports 72, number of clock buffers inserted by TritonCTS 416, Max Clock Freq 0.0259 GHz, antenna violations before repair 52, via count of the first global-routing pass 97862, slew of the pin with the lowest slew margin 1.36 ns
==> layer usage <==
layer	track usage (%)	up-vias
li1	-	38185
met1	29.8	45448
met2	39.4	8042
met3	30.2	1326
met4	15.1	89
met5	10.6	-
==> synthesized netlist by cell type, types with 8 or more instances <==
cell type / n / area [sq um]
a211o_1: 19 / 166
a211oi_1: 43 / 323
a21o_1: 15 / 113
a21oi_1: 425 / 2130
a221o_1: 64 / 641
a221oi_1: 847 / 7420
a222oi_1: 44 / 440
a22o_1: 43 / 377
a22oi_1: 468 / 3510
a31oi_1: 21 / 131
and3_1: 14 / 87.6
buf_1: 135 / 507
buf_2: 239 / 1200
buf_4: 26 / 195
clkbuf_1: 324 / 1220
edfxtp_1: 4096 / 123000
mux2_2: 277 / 3120
mux2i_1: 127 / 1270
mux4_2: 70 / 1580
nand2_1: 241 / 905
nand2b_1: 22 / 138
nand3_1: 27 / 135
nand3b_1: 31 / 233
nand4_1: 14 / 87.6
nand4b_1: 9 / 78.8
nor2_1: 290 / 1090
nor2b_1: 108 / 676
nor3_1: 43 / 215
nor4_1: 9 / 56.3
o2111a_1: 10 / 113
o2111ai_1: 17 / 149
o211a_1: 8 / 80.1
o211ai_1: 17 / 128
o21ai_0: 324 / 1620
o221a_2: 10 / 113
o221ai_1: 49 / 429
o22a_1: 31 / 272
o22ai_1: 170 / 1060
o2bb2ai_1: 25 / 219
o311a_1: 9 / 90.1
o32ai_1: 13 / 114
or2_2: 16 / 100
or4_1: 13 / 97.6
==> worst max-delay path, cell delays in order <==
cell and delay [ns]:
buf_8 0.33, buf_4 0.53, buf_4 0.52, nor2_4 0.04, buf_4 0.33, buf_4 0.41, buf_4 0.32, buf_4 0.33
a221oi_1 0.32, o22ai_1 0.20, a22oi_1 0.92, nand4_1 0.85, or4_1 0.90, clkdlybuf4s50_1 0.48
==> power by group <==
part	leakage [nW]	internal [mW]	switching, mW	total [mW]
Clock	6.49	1.09	0.524	1.61
Sequential	36.8	2.38	0.00177	2.38
Combinational	11.7	0.0721	0.219	0.291
==> layout make-up <==
| class | count | area, sq um |
|---|---|---|
| Timing Repair Buffer | 595 | 4720 |
| Antenna cell | 86 | 215 |
| Clock buffer | 516 | 10900 |
| Clock inverter | 250 | 2510 |
| Multi-Input combinational cell | 4092 | 31700 |
| Inverter | 7 | 50.0 |
| Fill cell | 31591 | 210000 |
| Tap cell | 5197 | 6500 |
| Sequential cell | 4096 | 123000 |
==> metrics by stage <==
step / std cells / utilization [%] / power [mW] / setup WS, ns / hold WS, ns
6_report: 14839 / 46.1 / 4.29 / 41.22 / 15.68
5_1_grt: 14809 / 46.1 / 4.69 / 41.20 / 15.34
4_1_cts: 14753 / 46.1 / 4.58 / 41.88 / 15.31
3_5_place_dp: 13987 / 42.6 / 2.70 / 41.92 / 16.35
3_3_place_gp: 13987 / 42.6 / 2.70 / 41.95 / 16.35
2_1_floorplan: 8922 / - / 2.54 / 45.80 / 16.06
==> kinds of logic after synthesis <==
| family | count (synthesis) | share of synthesized area, % |
|---|---|---|
| buf+inv | 734 | 2.03 |
| compound gates | 2731 | 12.9 |
| mux | 476 | 3.82 |
| simple gates | 885 | 2.74 |
| flops | 4096 | 78.5 |
==> worst paths after layout <==
path / depth (start not counted) / startpoint / endpoint
max: 14 / addrIn[2] / dataOut[24]
min: 1 / dataIn[31] / mem[97][31]$_DFFE_PP_
Power figures rest on the tool's default switching activity, not on a simulated workload.
